==> run.sh <==
#!/bin/bash
# OpenROAD 26Q1-2900-gdf79404cd8, Yosys 0.63+post, stock flow scripts
make -C /OpenROAD-flow-scripts/flow DESIGN_CONFIG=/design/flow/config.mk WORK_HOME=/design/flow/orfs finish
==> config.mk <==
export PLATFORM = sky130hd
export DESIGN_NAME = AGEX_STAGE
export DESIGN_NICKNAME = AGEX_STAGE
export VERILOG_FILES = /design/flow/design.v
export SDC_FILE = /design/flow/constraint.sdc
export NUM_CORES = 4
export LEC_CHECK = 1
export CORE_UTILIZATION = 30
==> constraint.sdc <==
current_design AGEX_STAGE

set clk_period 18.6
set clk_io_pct 0.2

create_clock -name clk0 -period $clk_period [get_ports {clk}]

set non_clock_inputs [all_inputs -no_clocks]
set_input_delay [expr $clk_period * $clk_io_pct] -clock clk0 $non_clock_inputs
set_output_delay [expr $clk_period * $clk_io_pct] -clock clk0 [all_outputs]
==> design.v <==
module AGEX_STAGE(
  input clk,
  input reset,
  input [4-1:0] from_MEM_to_AGEX,    
  input [4-1:0] from_WB_to_AGEX,   
  input [(32+32+32+6+8+32+32+32 + 1 + 1 + 1 + 1 + 1+ 4 + 4)-1:0] from_DE_latch,
  output[(32+32+32 + 32 + 1 + 1 + 1 + 4 + 4)-1:0] AGEX_latch_out,
  output[(4 + 32 )-1:0] from_AGEX_to_FE,
  output[4-1:0] from_AGEX_to_DE
);
  reg [(32+32+32 + 32 + 1 + 1 + 1 + 4 + 4)-1:0] AGEX_latch; 
  assign AGEX_latch_out = AGEX_latch;
  wire[(32+32+32 + 32 + 1 + 1 + 1 + 4 + 4)-1:0] AGEX_latch_contents; 
  wire [32-1:0]inst_AGEX; 
  wire [32-1:0]PC_AGEX;
  wire [32-1:0]pcplus_AGEX; 
  wire [6-1:0] op1_AGEX;
  wire [8-1:0] op2_AGEX;
  wire [16-1:0] imm_AGEX;
  wire signed [32-1:0] regval1_AGEX;
  wire signed [32-1:0] regval2_AGEX;
  wire signed [32-1:0] sxt_imm_AGEX;
  wire is_br_AGEX;
  wire is_jmp_AGEX;
  wire rd_mem_AGEX;
  wire wr_mem_AGEX;
  wire wr_reg_AGEX;
  wire [4-1:0] wregno_AGEX;
  reg br_cond_AGEX;
  reg [32-1:0] aluout_AGEX; 
  wire[32-1:0] pctarget_AGEX; 
    wire[4-1:0] bus_canary_AGEX; 
  always @ (op1_AGEX or regval1_AGEX or regval2_AGEX) begin
    case (op1_AGEX)
      6'b001000 : br_cond_AGEX = (regval1_AGEX == regval2_AGEX);
      6'b001001 : br_cond_AGEX = (regval1_AGEX < regval2_AGEX);
      6'b001010 : br_cond_AGEX = (regval1_AGEX <= regval2_AGEX);
      6'b001011 : br_cond_AGEX = (regval1_AGEX != regval2_AGEX);
      default : br_cond_AGEX = 1'b0;
    endcase
  end
  always @ (op1_AGEX or op2_AGEX or regval1_AGEX or regval2_AGEX or sxt_imm_AGEX) begin
    if(op1_AGEX == 6'b000000)
      case (op2_AGEX)
			8'b00001000	 : aluout_AGEX = {31'b0, regval1_AGEX == regval2_AGEX};
			8'b00001001	 : aluout_AGEX = {31'b0, regval1_AGEX < regval2_AGEX};
		    8'b00001010  : aluout_AGEX = {31'b0, regval1_AGEX <= regval2_AGEX};
		    8'b00001011  : aluout_AGEX = {31'b0, regval1_AGEX != regval2_AGEX};
		    8'b00100000  : aluout_AGEX = {31'b0, regval1_AGEX + regval2_AGEX};
		    8'b00100100  : aluout_AGEX = {31'b0, regval1_AGEX & regval2_AGEX};
		    8'b00100101  : aluout_AGEX = {31'b0, regval1_AGEX | regval2_AGEX};
		    8'b00100110  : aluout_AGEX = {31'b0, regval1_AGEX ^ regval2_AGEX};
		    8'b00101000  : aluout_AGEX = {31'b0, regval1_AGEX - regval2_AGEX};
		    8'b00101100  : aluout_AGEX = {31'b0, !(regval1_AGEX | regval2_AGEX)};
		    8'b00101101  : aluout_AGEX = {31'b0, !(regval1_AGEX & regval2_AGEX)};
		    8'b00101110  : aluout_AGEX = {31'b0, !(regval1_AGEX ^ regval2_AGEX)};
		    8'b00110000  : aluout_AGEX = {31'b0, regval1_AGEX >> regval2_AGEX};
		    8'b00110001  : aluout_AGEX = {31'b0, regval1_AGEX << regval2_AGEX};
			default	 : aluout_AGEX = {32{1'b0}};
		endcase
	 else if(op1_AGEX == 6'b010010 || op1_AGEX == 6'b011010 || op1_AGEX == 6'b100000)
		aluout_AGEX= regval1_AGEX + sxt_imm_AGEX;
	 else if(op1_AGEX == 6'b100100)
		aluout_AGEX = regval1_AGEX & sxt_imm_AGEX;
	 else if(op1_AGEX == 6'b100101)
		aluout_AGEX = regval1_AGEX | sxt_imm_AGEX;
	 else if(op1_AGEX == 6'b100110)
		aluout_AGEX = regval1_AGEX ^ sxt_imm_AGEX;
     else if(op1_AGEX == 6'b001100)
        aluout_AGEX = PC_AGEX + 4;
	 else
		aluout_AGEX = {32{1'b0}};
	 end
    assign pctarget_AGEX = br_cond_AGEX ? (PC_AGEX + 4 + 4 * sxt_imm_AGEX): {32{1'b0}};
    assign  {
                                  inst_AGEX,
                                  PC_AGEX,
                                  pcplus_AGEX,
                                  op1_AGEX,
                                  op2_AGEX,
                                  regval1_AGEX,
                                  regval2_AGEX,
                                  sxt_imm_AGEX,                                
                                  is_br_AGEX,
                                  is_jmp_AGEX,
                                  rd_mem_AGEX,
                                  wr_mem_AGEX,
                                  wr_reg_AGEX,
                                  wregno_AGEX, 
                                  bus_canary_AGEX
                                  } = from_DE_latch; 
  assign AGEX_latch_contents = {
                                inst_AGEX,
                                PC_AGEX,
                                aluout_AGEX,
                                regval2_AGEX,
                                rd_mem_AGEX,
                                wr_mem_AGEX,
                                wr_reg_AGEX,
                                wregno_AGEX,
                                bus_canary_AGEX     
                                 }; 
  assign from_AGEX_to_FE = {
                                1'b0,
                                1'b0,
                                1'b0,
                                is_br_AGEX,
                                pctarget_AGEX   
                                 }; 
  always @ (posedge clk or posedge reset) begin
    if(reset) begin
      AGEX_latch <= {(32+32+32 + 32 + 1 + 1 + 1 + 4 + 4){1'b0}};
        end 
    else 
        begin
            AGEX_latch <= AGEX_latch_contents ;
        end 
  end
endmodule
==> impl.org <==
#+TITLE: Synthesis and PnR summary

** Run status
- The flow ran to the end, and the final reports show no timing, DRC or antenna violations.

** Synth
- Top area cell types :: sky130_fd_sc_hd__dfrtp_1 (19%), sky130_fd_sc_hd__ha_1 (13%), sky130_fd_sc_hd__a21oi_1 (5.8%), sky130_fd_sc_hd__o21ai_0 (5.2%), sky130_fd_sc_hd__nor2_1 (4.7%)
- Counting flops with an async set or reset pin after synthesis yields a share of approximately 100%.
- Yosys stat counts 2342 cells in the synthesized netlist.
- Per the synthesis report, the number of distinct cell types is 80.
- Per Yosys stat, the portion of area used by sequential elements is 19.3%.
- Most repeated cell in the gate-level netlist after synthesis :: sky130_fd_sc_hd__nor2_1
- For this run, the chip area from Yosys synthesis comes to 18000 um2.
- Per the synth stats, the flop cell with the highest instance count is sky130_fd_sc_hd__dfrtp_1.
- Count of yosys warnings during synthesis :: 5
- Summing every instance area after synthesis gives about 18000 um2.
- Synthesized area per cell :: 7.69 um2
- In this run the biggest area consumer among cell types represents approximately a fifth of the synthesized area.
- Synthesis handed over a netlist of about 2300 instances.
- Counting flops and latches in the post-synthesis netlist gives 139.
- Counting instances in the post-synthesis netlist gives the leading cell types as sky130_fd_sc_hd__nor2_1 (224), sky130_fd_sc_hd__nand2_1 (218), sky130_fd_sc_hd__a21oi_1 (210).
- Of all cell types, the one taking the most synthesized area is sky130_fd_sc_hd__dfrtp_1.
- Number of synthesized flops with an enable pin :: 0

** Setup path
- The critical path maximum fanout is 59.
- Worst setup EP type :: primary output
- The data arrival time reported for the critical path is between 8 and 9 ns.
- The critical path is of the in2out type.
- The worst setup path is launched from an input pin.
- Critical Path RT :: 14.88 ns

** Worst hold path
- The type recorded for the worst min-delay path is in2reg.

** Finish
- Synth-to-layout area growth :: 28.3%
- In the final layout, the registers with the most flip-flops are AGEX_latch: 139 flops.
- Leaving out filler cells and counting taps, the final layout contains ~3400.
- The largest register by flop count is AGEX_latch.
- The register with the most flip-flops in the layout has 139 of them.
- Share of cells above drive strength 1 :: about 7.5%
- Core occupancy in the finished layout :: between 30% and 40%
- Summing all non-filler instances in the final layout gives an area of 23100 um2.
- Counting the fill cells in the layout gives 5911.

** Timing
- Count of final max-slew check failures :: 0
- Headroom to the max-slew limit :: 30.2%
- The final layout reports a setup TNS of 0 ns.
- Slew of the pin with the lowest slew margin :: 1.04 ns
- Setup repair after global routing missed its margin :: no
- Min Tclk post-route :: ~13 ns
- Setup Viol. Count Final :: 0
- PnR worst setup slack :: slightly below 6 ns
- Ratio of final minimum period to clock period :: 68.3%
- Worst slack on hold paths :: 3.59 ns
- The flow reports an fmax of 78.7 MHz.
- The final timing report lists a hold violation count of 0.

** Pwr
- Per the OpenROAD power report, leakage power amounts to 9.81 nW.
- Summing internal, switching and leakage power gives between 1 and 1.5 mW.
- Total power normalized to cell area comes to 51.8 nW/um2.
- IR drop worst, VDD :: 0.0668 mV

** CTS
- The clock net in this run drives a total of 139 sinks.
- Looking at the worst setup and hold paths, the clock pins of their registers show a slew of 0.07 ns.
- The H-tree was split into 4 levels.
- After clock tree synthesis, the flow added hold-fix buffers numbering 0.
- TritonCTS built the clock tree.
- Post-CTS timing repair inserted 0 buffers for setup.
- TritonCTS Buffers :: 17
- Root cell of the clock tree :: sky130_fd_sc_hd__clkbuf_16
- Post-CTS repair ended up resizing 0 cells.
- Clock Tree Buf Depth :: 2

** Detailed routing
- Number of iterations in the first detailed-routing pass :: 23
- Vias after detailed routing :: 20016
- DRT antenna net count :: 0
- Via density per instance :: between 5 and 6
- Number of design rule violations left after detail routing :: 0
- Wirelength, routed :: 95.2 mm
- Detailed-route iteration 0 reported a violation count of approximately 2000.
- N_diodes :: 0
- DR WL/cell :: roughly 28 um

** Flow run
- Tool warning count :: approximately 160
- Number of max-capacitance violations reported :: 0

** Global route
- Global Route Usage Sum :: 31.6%
- Initial antenna violation count :: 7
- Per the GRT congestion report, total overflow comes to 0.
- The number of global-route vias before repair was 18774.
- Wire length of the first global-routing pass :: 135 mm
- Maximum number of pins on one net before global-route repair :: 60

** Floorplan
- Initial cell density of the core :: 30.4%
- Area of the placeable core :: 59100 um2
- The die is between 200 and 250 um wide.
- According to the I/O placement log, the pin count is 408.
- The chip occupies 61000 um2.
- Height of the chip :: 247 um
- After floorplanning, the core was divided into 89 placement rows.

** Placed design
- The wire-length estimate of the detail-placed layout is 73.4 mm.
- The placement stage leaves a total instance area of 22500 um2.
- Routability Congestion :: 1.06
- In this run the tool buffered the top-level ports with 357 buffer cells.
- # placed instances :: 3408
- Pre-CTS worst setup slack :: 5.98 ns
area by class of cell:
cell class / instances / area [um2] / share of cell area [%]
multi-input cells: 1896 / 13300 / 57.5
repair buffers: 438 / 4160 / 18.0
flip-flops and latches: 139 / 3480 / 15.1
well taps: 773 / 967 / 4.19
inverters: 162 / 613 / 2.65
clock buffers: 17 / 425 / 1.84
clock inverters: 15 / 169 / 0.731
power by group:
| part | switching, mW | leakage, nW | total [mW] | internal (mW) |
|---|---|---|---|---|
| clock network | 0.178 | 0.295 | 0.369 | 0.191 |
| logic | 0.299 | 7.83 | 0.506 | 0.207 |
| registers | 0.00400 | 1.69 | 0.321 | 0.317 |
| total | 0.481 | 9.81 | 1.20 | 0.715 |
kinds of logic after synthesis:
kind of cell | count (synthesis) | share of synthesized area (%)
AND-OR/OR-AND | 748 | 26.7
XOR/XNOR | 98 | 4.77
adder cells (fa/ha/maj) | 195 | 13.7
buffers and inverters | 313 | 7.05
flip-flops | 139 | 19.3
multiplexers | 133 | 9.93
other | 1 | 0.0208
AND/OR/NAND/NOR | 715 | 18.5
worst max-delay path, cell delays in order:
cell and delay (ns):
sky130_fd_sc_hd__buf_2 0.07, sky130_fd_sc_hd__buf_4 0.53, sky130_fd_sc_hd__clkinv_1 0.67, sky130_fd_sc_hd__ha_1 0.76
sky130_fd_sc_hd__or3_1 0.27, sky130_fd_sc_hd__o21ai_2 0.09, sky130_fd_sc_hd__o21a_2 0.25, sky130_fd_sc_hd__o41ai_4 0.47
sky130_fd_sc_hd__o21ai_2 0.18, sky130_fd_sc_hd__a211oi_1 0.44, sky130_fd_sc_hd__o221ai_1 0.19, sky130_fd_sc_hd__and3_1 0.18
sky130_fd_sc_hd__buf_4 0.25, sky130_fd_sc_hd__nor4b_2 0.32, sky130_fd_sc_hd__clkdlybuf4s50_1 0.53
per-layer routing:
metal,wire [um],global-route usage (%),vias up
li1,-,-,9160
met1,40600,44.5,9616
met2,41600,47.0,1057
met3,8460,7.62,177
met5,119,1.31,-
met4,4370,12.0,6
final timing paths:
kind / startpoint / end / slack, ns / cells past startpoint
max: from_DE_latch[49] / from_AGEX_to_FE[24] / 5.90 / 15
min: from_DE_latch[46] / AGEX_latch[12]$_DFF_PP0_ / 3.59 / 1
max in group asynchronous: reset / AGEX_latch[50]$_DFF_PP0_ / 13.95 / 3
min in group asynchronous: reset / AGEX_latch[71]$_DFF_PP0_ / 3.61 / 2
placed cells by master (no fill, tap or decap), types with 20 or more instances in the layout:
| cell | Yosys | layout |
|---|---|---|
| sky130_fd_sc_hd__a211o_1 | 20 | 20 |
| sky130_fd_sc_hd__mux2i_1 | 83 | 83 |
| sky130_fd_sc_hd__ha_1 | 190 | 190 |
| sky130_fd_sc_hd__nand3_1 | 54 | 54 |
| sky130_fd_sc_hd__nor3_1 | 47 | 47 |
| sky130_fd_sc_hd__nand4_1 | 27 | 27 |
| sky130_fd_sc_hd__a211oi_1 | 39 | 39 |
| sky130_fd_sc_hd__o211ai_1 | 22 | 22 |
| sky130_fd_sc_hd__mux4_2 | 35 | 35 |
| sky130_fd_sc_hd__nor4_1 | 22 | 22 |
| sky130_fd_sc_hd__o21ai_0 | 186 | 186 |
| sky130_fd_sc_hd__a21oi_1 | 210 | 210 |
| sky130_fd_sc_hd__nand2_1 | 218 | 218 |
| sky130_fd_sc_hd__clkdlybuf4s50_1 | 0 | 352 |
| sky130_fd_sc_hd__inv_1 | 158 | 157 |
| sky130_fd_sc_hd__nor2b_1 | 28 | 28 |
| sky130_fd_sc_hd__o22ai_1 | 22 | 22 |
| sky130_fd_sc_hd__dfrtp_1 | 139 | 139 |
| sky130_fd_sc_hd__nor2_1 | 224 | 222 |
| sky130_fd_sc_hd__a21o_1 | 44 | 44 |
| sky130_fd_sc_hd__xnor2_1 | 67 | 67 |
| sky130_fd_sc_hd__buf_4 | 8 | 82 |
| sky130_fd_sc_hd__a221oi_1 | 38 | 38 |
| sky130_fd_sc_hd__xor2_1 | 31 | 31 |
Power is estimated from default activity; no workload was simulated.
