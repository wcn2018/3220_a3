`flow/design.v`:
```
module DE_STAGE(
  input clk,
  input reset,
  input [(32+32+32+4)-1:0] from_FE_latch,
  input [4-1:0] from_AGEX_to_DE,  
  input [4-1:0] from_MEM_to_DE,     
  input [4-1:0] from_WB_to_DE,  
  output [1-1:0] from_DE_to_FE,   
  output[(32+32+32+6+8+32+32+32 + 1 + 1 + 1 + 1 + 1+ 4 + 4)-1:0] DE_latch_out
);
 reg [(32+32+32+6+8+32+32+32 + 1 + 1 + 1 + 1 + 1+ 4 + 4)-1:0] DE_latch; 
  reg [32-1:0] regs [(1 << 4)-1:0];
  wire [32-1:0] inst_DE; 
  wire [32-1:0] PC_DE;
  wire [32-1:0] pcplus_DE; 
  wire [6-1:0] op1_DE;
  wire [8-1:0] op2_DE;
  wire [16-1:0] imm_DE;
  wire [4-1:0] rd_DE;
  wire [4-1:0] rs_DE;
  wire [4-1:0] rt_DE;
  wire signed [32-1:0] regval1_DE;
  wire signed [32-1:0] regval2_DE;
  wire signed [32-1:0] sxt_imm_DE;
  wire is_br_DE;
  wire is_jmp_DE;
  wire rd_mem_DE;
  wire wr_mem_DE;
  wire wr_reg_DE;
  wire [4-1:0] wregno_DE;
  wire[(32+32+32+6+8+32+32+32 + 1 + 1 + 1 + 1 + 1+ 4 + 4)-1:0] DE_latch_contents; 
  wire[4-1:0] bus_canary_DE; 
  assign op1_DE = inst_DE[31:26];   
  assign op2_DE = inst_DE[25:18];
  assign imm_DE = inst_DE[23:8];
  assign rd_DE = inst_DE[11:8];
  assign rs_DE = inst_DE[7:4];
  assign rt_DE = inst_DE[3:0];
  assign regval1_DE = regs[rs_DE];
  assign regval2_DE = regs[rt_DE];
  assign is_br_DE = (inst_DE[31:28] == 4'b0010);
  assign is_jmp_DE = (inst_DE[31:28] == 4'b0011);
  assign rd_mem_DE = (op1_DE == 6'b010010);
  assign wr_reg_DE = (op1_DE == 6'b010010);
  assign wr_mem_DE = (op1_DE == 6'b011010);
  assign wregno_DE = rd_DE;
  assign DE_latch_out = DE_latch; 
  SXT mysxt (.IN(imm_DE), .OUT(sxt_imm_DE));
  assign {
            inst_DE,
            PC_DE, 
            pcplus_DE,
            bus_canary_DE 
            }  = from_FE_latch;   
    assign DE_latch_contents = {
                                  inst_DE,
                                  PC_DE,
                                  pcplus_DE,
                                  op1_DE,
                                  op2_DE,
                                  regval1_DE,
                                  regval2_DE,
                                  sxt_imm_DE,
                                  is_br_DE,
                                  is_jmp_DE,
                                  rd_mem_DE,
                                  wr_mem_DE,
                                  wr_reg_DE,
                                  wregno_DE,
                                   bus_canary_DE 
                                  }; 
  always @ (negedge clk or posedge reset) begin
    if(reset) begin
	  	regs[0] <= {32{1'b0}};
	  	regs[1] <= {32{1'b0}};
	   	regs[2] <= {32{1'b0}};
		  regs[3] <= {32{1'b0}};
	  	regs[4] <= {32{1'b0}};
		  regs[5] <= {32{1'b0}};
		  regs[6] <= {32{1'b0}};
		  regs[7] <= {32{1'b0}};
		  regs[8] <= {32{1'b0}};
		  regs[9] <= {32{1'b0}};
		  regs[10] <= {32{1'b0}};
		  regs[11] <= {32{1'b0}};
		  regs[12] <= {32{1'b0}};
		  regs[13] <= {32{1'b0}};
		  regs[14] <= {32{1'b0}};
		  regs[15] <= {32{1'b0}};
	 end 
  end
  always @ (posedge clk or posedge reset) begin
    if(reset) begin
      DE_latch <= {(32+32+32+6+8+32+32+32 + 1 + 1 + 1 + 1 + 1+ 4 + 4){1'b0}};
      end
     else 
      DE_latch <= DE_latch_contents;
  end
endmodule
module SXT(IN, OUT);
  parameter IBITS = 16;
  parameter OBITS = 32;
  input  [IBITS-1:0] IN;
  output [OBITS-1:0] OUT;
  assign OUT = {{(OBITS-IBITS){IN[IBITS-1]}}, IN};
endmodule
```
`flow/constraint.sdc`:
```
current_design DE_STAGE

set clk_period 1.0
set clk_io_pct 0.2

create_clock -name clk0 -period $clk_period [get_ports {clk}]

set non_clock_inputs [all_inputs -no_clocks]
set_input_delay [expr $clk_period * $clk_io_pct] -clock clk0 $non_clock_inputs
set_output_delay [expr $clk_period * $clk_io_pct] -clock clk0 [all_outputs]
```
`flow/run.sh`:
```
#!/bin/bash
# OpenROAD 26Q1-2900-gdf79404cd8, Yosys 0.63+post, stock flow scripts
make -C /OpenROAD-flow-scripts/flow DESIGN_CONFIG=/design/flow/config.mk WORK_HOME=/design/flow/orfs finish
```
`flow/config.mk`:
```
export PLATFORM = sky130hd
export DESIGN_NAME = DE_STAGE
export DESIGN_NICKNAME = DE_STAGE
export VERILOG_FILES = /design/flow/design.v
export SDC_FILE = /design/flow/constraint.sdc
export NUM_CORES = 4
export LEC_CHECK = 1
export CORE_AREA = 10 10 162 162
export DIE_AREA = 0 0 172 172
```
==> flow_metrics.env <==
# flow metrics
export IMPL_pre_cts_slack_ns=-0.2376
export IMPL_cts_tree="done"
export IMPL_ys_warn_count=3
export IMPL_drv_cap=0
export IMPL_slew_viol_final=0
export IMPL_final_hold_viol_count=0
export IMPL_chipWidth_um=172
export IMPL_routed_wl_um=12280
export IMPL_antenna_found_initial=2
export IMPL_grt_max_degree=45
export IMPL_synth_seq_cells=104
export IMPL_io_buffers=256
export IMPL_avgSynthCellArea_um2=15.55
export IMPL_cell_internal_pwr_mw=7.106
export IMPL_vias_per_cell=2.999
export IMPL_dp_cells=723
export IMPL_yosysUniqueCellTypes=9
export IMPL_fin_crit_sh_pct=135.1
export IMPL_ir_drop_mv=0.6687
export IMPL_cp_start_kind="register"
export IMPL_drt_first_pass_iters=4
export IMPL_critPathRequiredTime_ns=0.80
export IMPL_root_buffer="clkbuf_16"
export IMPL_h_tree_depth=3
export IMPL_grt_pass1_wl_um=16890
export IMPL_combPwrFrac_pct=10.9
export IMPL_grtUsageTotal_pct=7.672
export IMPL_busiest_layer="met2"
export IMPL_switching_share_pct=22.21
export IMPL_power_density_nw_per_um2=1567
export IMPL_max_freq_mhz=740.0
export IMPL_finalNonFillerCells=757
export IMPL_syn_area_um2=3531
export IMPL_syn_inst=227
export IMPL_hpwlAfterDp_um=10100
export IMPL_setup_ws_ns=-0.3514
export IMPL_logic_area_um2=294.0
export IMPL_clock_sinks=104
export IMPL_clk_pin_slew_ns=0.08
export IMPL_clockPowerShare_pct=40.1
export IMPL_rows=55
export IMPL_use_met1_pct=8.208
export IMPL_topCellsByArea="dfrtp_1, buf_4, nor4b_2, and4bb_2, nor4b_1"
export IMPL_largest_reg_flops=104
export IMPL_core_um2=22710
export IMPL_nFillCells=2376
export IMPL_min_period_ns=1.351
export IMPL_grtUsageMet2_pct=13.28
export IMPL_rsz0062_at_grt="yes"
export IMPL_lay_top_cells="buf_2, dfrtp_1, clkdlybuf4s50_1"
export IMPL_diodes=0
export IMPL_holdBufCountCts=0
export IMPL_yosysChipArea_um2=3531
export IMPL_clock_path_buffers=2
export IMPL_top_area_share_pct=73.71
export IMPL_ys_seq_share_pct=73.71
export IMPL_drt_iter0_markers=70
export IMPL_ys_cells=227
export IMPL_power_mw=9.136
export IMPL_grt_pass1_vias=2660
export IMPL_warning_count=40
export IMPL_gp_congestion=0.7677
export IMPL_die_height_um=172
export IMPL_setup_viol=155
export IMPL_dieArea_um2=29580
export IMPL_cts_buffers=9
export IMPL_postRouteAntennaNets=0
export IMPL_final_layout_top_logic_cell="buf_2"
export IMPL_hold_path_class="input port to register"
export IMPL_crit_arrival_ns=1.15
export IMPL_largestRegisters="DE_latch: 104 flops"
export IMPL_largest_area_cell="dfrtp_1"
export IMPL_path_class="register to primary output"
export IMPL_top_register="DE_latch"
export IMPL_outcome="complete, but fails checks"
export IMPL_setup_tns_ns=-11.91
export IMPL_drive_gt1_share_pct=42.16
export IMPL_synthToLayoutAreaGrowth_pct=65.13
export IMPL_p_sw_mw=2.029
export IMPL_io_pins=334
export IMPL_seq_area_um2=2604
export IMPL_remaining_drc_errors=0
export IMPL_violations="setup timing"
export IMPL_vias=2270
export IMPL_cp_end_kind="primary output"
export IMPL_wl_per_cell_um=16.22
export IMPL_fp_utilization_pct=15.55
export IMPL_crit_fanout=4
export IMPL_p_seq_share_pct=49.0
export IMPL_grt_overflow=0
export IMPL_grtUsageMet3_pct=4.265
export IMPL_leakagePower_nw=2.816
-- cells by family after synthesis --
family / after synthesis / synth area share [%]
buffers and inverters: 117 / 24.77
DFF: 104 / 73.71
other: 1 / 0.1062
and+or+nand+nor: 5 / 1.417
-- final timing paths --
check,start,to,slack [ns],depth (start not counted)
max in group asynchronous,reset,DE_latch[136]$_DFF_PP0_,0.44,3
max,DE_latch[210]$_DFF_PP0_,DE_latch_out[34],-0.35,3
min in group asynchronous,reset,DE_latch[159]$_DFF_PP0_,0.30,3
min,from_FE_latch[31],DE_latch[150]$_DFF_PP0_,0.28,1
-- through the flow --
step / instance area (um^2) / hold slack, ns / util, %
2_1_floorplan: 3775 / 0.2314 / -
3_3_place_gp: 5901 / 0.6441 / 25.98
3_5_place_dp: 5901 / 0.6482 / 25.98
4_1_cts: 5828 / 0.2559 / 25.66
5_1_grt: 5831 / 0.2565 / 25.67
6_report: 5831 / 0.2786 / 25.67
-- repair_timing --
action,CTS,global route
gates resized,539,15
setup buffers,20,1
cloned,2,0
endpoints found under the setup margin,155,155
-- cells in the mapped netlist, drive strengths merged --
| cell | n |
|---|---|
| nor4 | 1 |
| dfrtp | 104 |
| inv | 1 |
| buf | 116 |
| conb | 1 |
| nand3b | 1 |
| nor4b | 2 |
| and4bb | 1 |
-- layer usage --
metal | part of all wire (%) | wire (um) | up-vias
li1 | - | - | 998
met1 | 34 | 4119 | 1069
met2 | 50 | 6174 | 183
met3 | 14 | 1762 | 16
met4 | 1.6 | 198 | 4
met5 | 0.19 | 23 | -
-- cell type report --
| type | count | area share, % |
|---|---|---|
| clock buffers | 10 | 3.927 |
| clock inverters | 6 | 1.330 |
| inverters | 1 | 0.1288 |
| multi-input cells | 70 | 5.043 |
| flip-flops and latches | 104 | 44.66 |
| well taps | 285 | 6.116 |
| repair buffers | 281 | 38.80 |
-- power by group through the flow --
stage                 logic (mW)  registers [mW]  clock network [mW]
after CTS                   1.04            4.47                3.86
after global routing        1.11            4.50                4.03
final                      0.999            4.47                3.66
-- worst max-delay path: stages (launching register included) --
cell and delay, ns:
dfrtp_2 0.45, buf_6 0.13, buf_6 0.11, buf_2 0.11
No activity file was given, so power comes from the tool's default toggle rates.
