===== flow/design.v =====
module WB_STAGE(
  input clk,
  input reset,  
  input [(32+32+32 +32 + 32 + 1 + 1 + 4 + 4)-1:0] from_MEM_latch,
  output[4-1:0] from_WB_to_FE,
  output[4-1:0] from_WB_to_DE,  
  output[4-1:0] from_WB_to_AGEX,
  output[4-1:0] from_WB_to_MEM,
  output [6:0] HEX0,
  output [6:0] HEX1, 
  output [9:0] LEDR 
);
  wire [32-1:0]inst_WB; 
  wire [32-1:0]PC_WB;
  wire [32-1:0] memaddr_WB; 
  wire [32-1:0] regval_WB; 
  wire [32-1:0] regval2_WB;
  wire wr_mem_WB;
  wire wr_reg_WB;
  wire [4-1:0] wregno_WB;
  wire [4-1:0] bus_canary_WB;
  reg [23:0] HEX_out; 
  reg [9:0] LEDR_out; 
 always @ (posedge clk or posedge reset) begin
    if(reset)
	   HEX_out <= 24'hFEDEAD;
	 else if(wr_mem_WB && (memaddr_WB == 32'hFFFFF000))
      HEX_out <= regval2_WB[24-1:0];
  end
  assign HEX0 = HEX_out[3:0];  
  assign HEX1 = HEX_out[7:4];
   assign {
                                inst_WB,
                                PC_WB,
                                memaddr_WB,
                                regval_WB,
                                regval2_WB,
                                wr_mem_WB,
                                wr_reg_WB,
                                wregno_WB,    
                                 bus_canary_WB 
                                 } = from_MEM_latch; 
  assign LEDR = LEDR_out;
endmodule 

===== flow/run.sh =====
#!/bin/bash
# OpenROAD 26Q1-2900-gdf79404cd8, Yosys 0.63+post, stock flow scripts
make -C /OpenROAD-flow-scripts/flow DESIGN_CONFIG=/design/flow/config.mk WORK_HOME=/design/flow/orfs finish

===== flow/config.mk =====
export PLATFORM = sky130hd
export DESIGN_NAME = WB_STAGE
export DESIGN_NICKNAME = WB_STAGE
export VERILOG_FILES = /design/flow/design.v
export SDC_FILE = /design/flow/constraint.sdc
export NUM_CORES = 4
export LEC_CHECK = 1
export CORE_AREA = 10 10 90 90
export DIE_AREA = 0 0 100 100

===== flow/constraint.sdc =====
current_design WB_STAGE

set clk_period 1.0
set clk_io_pct 0.2

create_clock -name clk0 -period $clk_period [get_ports {clk}]

set non_clock_inputs [all_inputs -no_clocks]
set_input_delay [expr $clk_period * $clk_io_pct] -clock clk0 $non_clock_inputs
set_output_delay [expr $clk_period * $clk_io_pct] -clock clk0 [all_outputs]

==> metrics.txt <==
# HELP chip_impl_metric Yosys and OpenROAD flow results
# TYPE chip_impl_metric gauge
chip_impl_metric{name="syn-cell-area",unit="µm²"} 639.4
chip_impl_metric{name="finalHoldViolCount",unit=""} 0
chip_impl_info{name="layout_top_cells_excl_fill_tap",value="sky130_fd_sc_hd__conb_1 (32), sky130_fd_sc_hd__clkdlybuf4s50_1 (29), sky130_fd_sc_hd__buf_2 (11), sky130_fd_sc_hd__mux2_2 (7)"} 1
chip_impl_metric{name="worst_ep_required_time",unit="ps"} 1110
chip_impl_metric{name="placement_rows",unit=""} 29
chip_impl_metric{name="cts_made_buffers",unit=""} 3
chip_impl_metric{name="async_flop_share",unit="%"} 100.0
chip_impl_metric{name="clock_sinks",unit=""} 8
chip_impl_metric{name="drt_pre_antenna_iters",unit=""} 3
chip_impl_metric{name="worst-endpoint-arrival",unit="ps"} 1680
chip_impl_metric{name="htree_num_levels",unit=""} 1
chip_impl_metric{name="post_synth_num_cell_types",unit=""} 15
chip_impl_metric{name="ys_chip_area",unit="µm²"} 639.4
chip_impl_info{name="critical_path.endpoint_type",value="flip-flop"} 1
chip_impl_metric{name="synth_adder_area_share",unit="%"} 0
chip_impl_metric{name="clockBufferDepth",unit=""} 2
chip_impl_metric{name="power.share.combinational",unit="%"} 19.4
chip_impl_metric{name="cts.reportedPaths.clkPinSlew",unit="ps"} 40
chip_impl_metric{name="route.detailed.vias_per_inst",unit=""} 2.870
chip_impl_metric{name="ys_ff",unit=""} 8
chip_impl_metric{name="globalplace.congestion",unit=""} 0.6829
chip_impl_metric{name="timing.clock.skew",unit="ps"} 0
chip_impl_metric{name="core",unit="µm²"} 6277
chip_impl_info{name="timing.setup.critical_path_class",value="in2reg"} 1
chip_impl_metric{name="chip_area",unit="µm²"} 10000
chip_impl_metric{name="timing.max_cap.violations",unit=""} 0
chip_impl_metric{name="avgSynthCellArea",unit="µm²"} 10.31
chip_impl_metric{name="antenna-diode-count",unit=""} 0
chip_impl_metric{name="timing.final.max_slew_violations",unit=""} 0
chip_impl_metric{name="ys_sh_mux",unit="%"} 14.09
chip_impl_metric{name="power.share.sequential",unit="%"} 36.2
chip_impl_info{name="top_logic_kind",value="buffers and inverters"} 1
chip_impl_info{name="ctsRootBufferMaster",value="sky130_fd_sc_hd__clkbuf_8"} 1
chip_impl_info{name="startpoint_type",value="primary input"} 1
chip_impl_info{name="kind_of_path_behind_the_tightest_hold_check",value="in2async"} 1
chip_impl_info{name="outcome",value="complete, but fails checks"} 1
chip_impl_metric{name="grt_start_max_net_pins",unit=""} 9
chip_impl_metric{name="power_leakage",unit="nW"} 0.5373
chip_impl_metric{name="cellPowerDensity",unit="nW/µm²"} 797.6
chip_impl_info{name="largest-register",value="HEX_out"} 1
chip_impl_metric{name="initCoreUtil",unit="%"} 10.19
chip_impl_metric{name="post-cts-setup-buffers",unit=""} 0
chip_impl_metric{name="vias",unit=""} 554
chip_impl_metric{name="yosys_cells",unit=""} 62
chip_impl_metric{name="grt_remaining_overflow",unit=""} 0
chip_impl_metric{name="fraction_of_final_layout_cells_sized_beyond_drive_strength_1",unit="%"} 31.03
chip_impl_metric{name="final_cell_area_excluding_filler_cells",unit="µm²"} 1130
chip_impl_info{name="largestRegisters",value="HEX_out (8)"} 1
chip_impl_metric{name="count_of_yosys_warnings_during_synthesis",unit=""} 27
chip_impl_metric{name="vias_in_the_first_global_route",unit=""} 665
chip_impl_metric{name="ioPinCount",unit=""} 212
chip_impl_info{name="rsz0062_at_grt",value="yes"} 1
chip_impl_metric{name="endpoints_failing_setup",unit=""} 13
chip_impl_metric{name="floorplan.die.height",unit="µm"} 100
chip_impl_info{name="tritoncts",value="yes"} 1
chip_impl_metric{name="finalCritPeriodShare",unit="%"} 156.8
chip_impl_metric{name="dp_cells",unit=""} 189
chip_impl_metric{name="postSynthSeqShare",unit="%"} 32.29
chip_impl_metric{name="post_synth_and_or_nand_nor_area_fraction",unit="%"} 14.87
chip_impl_metric{name="xor_share",unit="%"} 0
chip_impl_metric{name="die-width",unit="µm"} 100
chip_impl_info{name="mostFrequentLayoutCell",value="sky130_fd_sc_hd__conb_1"} 1
chip_impl_metric{name="final_period_minus_worst_setup_slack",unit="ps"} 1568
chip_impl_metric{name="path_max_fanout",unit=""} 8
chip_impl_metric{name="drt_drc_violations_left",unit=""} 0
chip_impl_metric{name="peakVddDrop",unit="mV"} 0.3092
chip_impl_metric{name="synth-edff-count",unit=""} 0
chip_impl_metric{name="power.clock.fraction",unit="%"} 44.5
chip_impl_metric{name="clock.fmax",unit="GHz"} 0.6378
chip_impl_metric{name="stdcell_count",unit=""} 193
chip_impl_metric{name="place_area",unit="µm²"} 1120
chip_impl_metric{name="netlist_instances",unit=""} 62
chip_impl_metric{name="fin_tns_setup",unit="ps"} -4327
chip_impl_metric{name="total_global_routing_track_utilization",unit="%"} 4.203
chip_impl_metric{name="openroad.warnings",unit=""} 157
chip_impl_metric{name="drtIter0Drc",unit=""} 19
chip_impl_metric{name="largest_register_ff_count",unit=""} 8
chip_impl_metric{name="insertion_delay",unit="ps"} 220
chip_impl_metric{name="wl_per_cell",unit="µm"} 12.10
chip_impl_info{name="violated_checks",value="negative setup slack"} 1
chip_impl_metric{name="timing.final.ws_setup",unit="ps"} -568.0
chip_impl_metric{name="switching_power",unit="W"} 0.0001648
chip_impl_metric{name="port_buffers",unit=""} 50
chip_impl_info{name="dominantRegCellSynth",value="sky130_fd_sc_hd__dfstp_2"} 1
chip_impl_metric{name="drt.antenna.violating_nets",unit=""} 0
chip_impl_metric{name="layout-area-overhead-vs-synth",unit="%"} 76.71
chip_impl_metric{name="p_sw_share",unit="%"} 18.29
chip_impl_metric{name="power.internal",unit="W"} 0.0007363
chip_impl_metric{name="dp_hpwl",unit="mm"} 2.113
chip_impl_metric{name="yosys.area_share.aoi",unit="%"} 0
chip_impl_metric{name="initial_antenna_violation_count",unit=""} 0
chip_impl_metric{name="wire_length_of_the_first_global_routing_pass",unit="mm"} 3.367
chip_impl_metric{name="finalWirelength",unit="mm"} 2.336
-- critical path: stages --
cell and delay [ps]:
sky130_fd_sc_hd__clkdlybuf4s15_1 160, sky130_fd_sc_hd__or4b_4 520, sky130_fd_sc_hd__nor4_4 250, sky130_fd_sc_hd__nand3_2 100
sky130_fd_sc_hd__buf_6 150, sky130_fd_sc_hd__mux2_4 290
-- power groups by stage --
stage | registers, W | logic (W) | clock network (W)
CTS | 0.000326 | 0.000182 | 0.000422
global route | 0.000325 | 0.000194 | 0.000456
finish | 0.000326 | 0.000174 | 0.000401
-- per-stage QoR --
stage | total power (W) | utilization (%) | hold slack (ps) | setup slack, ps
2_1_floorplan | 0.0004327 | - | 12.08 | -637.7
3_3_place_gp | 0.0005219 | 17.84 | 480.9 | -1164
3_5_place_dp | 0.0005198 | 17.84 | 482.1 | -1160
4_1_cts | 0.0009292 | 18.04 | 243.6 | -581.5
5_1_grt | 0.0009747 | 18.00 | 278.7 | -609.1
6_report | 0.0009011 | 18.00 | 230.4 | -568.0
-- layer usage --
layer	wire [µm]	vias to the layer above	part of all wire, %	GRT usage [%]
met5	0	-	0	0
met3	419	0	18	3.053
li1	-	255	-	-
met2	757	64	32	5.326
met1	1159	235	50	5.793
met4	0	0	0	0.3261
-- logic make-up (layout without fill, tap and decap cells) --
family,count (synthesis),count (layout)
flops,8,8
mux,8,8
simple gates,12,12
other cells,1,32
buf+inv,33,56
-- path summary, 6_finish.rpt --
path / from / endpoint / slack, ps / cells after the start
worst max register to register: HEX_out[6]$_DFFE_PP0P_ / HEX_out[6]$_DFFE_PP0P_ / 220 / 1
worst max-delay path: from_MEM_latch[74] / HEX_out[6]$_DFFE_PP0P_ / -570 / 6
worst min register to register: HEX_out[4]$_DFFE_PP0P_ / HEX_out[4]$_DFFE_PP0P_ / 500 / 1
max in group asynchronous: reset / HEX_out[7]$_DFFE_PP1P_ / 480 / 2
min in group clk0: HEX_out[4]$_DFFE_PP0P_ / HEX_out[4]$_DFFE_PP0P_ / 500 / 1
worst min-delay path: reset / HEX_out[6]$_DFFE_PP0P_ / 230 / 2
-- cells in the mapped netlist, drive strengths merged, types with 2 or more instances --
| cell | instances | area [µm²] |
|---|---|---|
| buf | 32 | 240.2 |
| dfrtp | 3 | 75.07 |
| dfstp | 5 | 131.4 |
| mux2 | 8 | 90.09 |
| nand3 | 2 | 15.01 |
| nand4 | 3 | 18.77 |
| or4b | 2 | 20.02 |
-- final cells by class --
class,instances,area (µm²)
clock buffer,4,45.04
fill,689,5147
inverter,1,3.754
multi-input combinational,52,329.1
sequential,8,206.4
tap,77,96.34
timing repair buffer,51,449.2
-- repair_timing --
item | in CTS | in global routing
gates resized | 55 | 7
hold buffers | 0 | 0
pin swaps | 4 | 5
endpoints found under the setup margin | 16 | 13
No activity file was given, so power comes from the tool's default toggle rates.
